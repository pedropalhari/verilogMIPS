## config.mk

```make
export PLATFORM = sky130hd
export DESIGN_NAME = cpu
export DESIGN_NICKNAME = cpu
export VERILOG_FILES = /design/flow/design.v
export SDC_FILE = /design/flow/constraint.sdc
export NUM_CORES = 4
export LEC_CHECK = 1
export CORE_UTILIZATION = 40
export SYNTH_MEMORY_MAX_BITS = 65536
```

## run.sh

```bash
#!/bin/bash
# OpenROAD 26Q1-2900-gdf79404cd8, Yosys 0.63+post, stock flow scripts
make -C /OpenROAD-flow-scripts/flow DESIGN_CONFIG=/design/flow/config.mk WORK_HOME=/design/flow/orfs finish
```

## constraint.sdc

```tcl
current_design cpu

set clk_period 316.1
set clk_io_pct 0.2

create_clock -name clk0 -period $clk_period [get_ports {clk}]

set non_clock_inputs [all_inputs -no_clocks]
set_input_delay [expr $clk_period * $clk_io_pct] -clock clk0 $non_clock_inputs
set_output_delay [expr $clk_period * $clk_io_pct] -clock clk0 [all_outputs]
```

## design.v

```verilog
module reg32bits(
	input clk,
	input rst,
	input[31:0] dataIn,
	output reg[31:0] dataOut
);
always @ (posedge clk) begin
	if(~rst)
		dataOut <= 0;
	else
		dataOut <= dataIn;
end
endmodule
module alu(
	input[31:0] A,
	input[31:0] B,
	input[2:0] op,
	output[31:0] aluOut
);
assign aluOut = 
	op == 0 
		? A + B
	: op == 1
		? A - B
	: op == 2
		? A & B
	: op == 3
		? A | B
	: op == 4
		? A * B
	: op == 5
		? A / B
	: op == 6
		? A ^ B
	: 0;
endmodule
module control(
	input[31:0] instruction,
	output reg[31:0] controlSignal
);
reg[15:0] offset;
reg[3:0] regDest;
reg[3:0] regSrc1;
reg[3:0] regSrc2;
always @ (instruction) begin
	if(instruction[31:26] == 6'b001010) begin
		case(instruction[5:0])
			31: begin  
				regSrc1 = 0;
				regSrc2 = 0;
				regDest = 0;
				controlSignal = {regSrc1, regSrc2, regDest, 1'b0, 3'b0, 1'b0, 1'b0, 1'b0, 13'b0000000000000};
			end	
			32: begin  
				regSrc1 = instruction[25:21];
				regSrc2 = instruction[20:16];
				regDest = instruction[15:11];
				controlSignal = {regSrc1, regSrc2, regDest, 1'b0, 3'b0, 1'b0, 1'b0, 1'b1, 13'b0000000000000};
			end
			34: begin  
				regSrc1 = instruction[25:21];
				regSrc2 = instruction[20:16];
				regDest = instruction[15:11];
				controlSignal = {regSrc1, regSrc2, regDest, 1'b0, 3'b1, 1'b0, 1'b0, 1'b1, 13'b0000000000000};
			end
			36: begin  
				regSrc1 = instruction[25:21];
				regSrc2 = instruction[20:16];
				regDest = instruction[15:11];
				controlSignal = {regSrc1, regSrc2, regDest, 1'b0, 3'b10, 1'b0, 1'b0, 1'b1, 13'b0000000000000};
			end
			37: begin  
				regSrc1 = instruction[25:21];
				regSrc2 = instruction[20:16];
				regDest = instruction[15:11];
				controlSignal = {regSrc1, regSrc2, regDest, 1'b0, 3'b11, 1'b0, 1'b0, 1'b1, 13'b0000000000000};
			end	
			44: begin  
				regSrc1 = instruction[25:21];
				regSrc2 = instruction[20:16];
				regDest = instruction[15:11];
				controlSignal = {regSrc1, regSrc2, regDest, 1'b0, 3'b100, 1'b0, 1'b0, 1'b1, 13'b0000000000000};
			end		
			45: begin  
				regSrc1 = instruction[25:21];
				regSrc2 = instruction[20:16];
				regDest = instruction[15:11];
				controlSignal = {regSrc1, regSrc2, regDest, 1'b0, 3'b101, 1'b0, 1'b0, 1'b1, 13'b0000000000000};
			end
			46: begin  
				regSrc1 = instruction[25:21];
				regSrc2 = instruction[20:16];
				regDest = instruction[15:11];
				controlSignal = {regSrc1, regSrc2, regDest, 1'b0, 3'b110, 1'b0, 1'b0, 1'b1, 13'b0000000000000};
			end	
			default: begin  
				regSrc1 = 0;
				regSrc2 = 0;
				regDest = 0;
				controlSignal = {regSrc1, regSrc2, regDest, 1'b0, 3'b0, 1'b0, 1'b0, 1'b0, 13'b0000000000000};
			end
		endcase
	end else if (instruction[31:26] == 6'b001011) begin  
		regSrc1 = instruction[25:21];
		regSrc2 = 0;
		regDest = instruction[20:16];
		controlSignal = {regSrc1, regSrc2, regDest, 1'b1, 3'b0, 1'b0, 1'b1, 1'b1, 13'b0000000000000};
	end else if (instruction[31:26] == 6'b001100) begin  
		regSrc1 = instruction[25:21];
		regSrc2 = instruction[20:16];  
		regDest = 0;
		controlSignal = {regSrc1, regSrc2, regDest, 1'b1, 3'b0, 1'b1, 1'b1, 1'b0, 13'b0000000000000};
	end
end
endmodule
module datamemory(address ,dataIn ,dataOut, clk, we);
parameter DATA_WIDTH = 32 ;
parameter ADDR_WIDTH = 10 ;
input we, clk;
input [ADDR_WIDTH-1:0] address ;
input [DATA_WIDTH-1:0] dataIn ;
output reg[DATA_WIDTH-1:0] dataOut ;
reg [DATA_WIDTH-1:0] mem [0:1024];
initial 
	begin
		mem[32'd0] = 32'd 1000;  
		mem[32'd1] = 32'd 5000;  
		mem[32'd2] = 32'd 2000;  
		mem[32'd3] = 32'd 3000;  
	end
always @ (posedge clk)
begin
	 if (we) 
		mem[address] <= dataIn;
	else
		dataOut <= mem[address];
end
endmodule
module extend(
	input clk,
	input rst,
	input[15:0] dataIn,
	output reg[31:0] dataOut
);
always @ (posedge clk) begin
	if(~rst)
		dataOut <= 0;
	else
		dataOut <= {16'd0, dataIn};
end
endmodule
module instructionmemory(
	input clk,
	input[9:0] pc,
	output reg[31:0] instructionOut
);
reg [31:0] instructionMem [0:255];
initial begin
	instructionMem[0] = 32'b001011_00000_00001_0000_0000_0000_0000;  
	instructionMem[1] = 32'b001011_00000_00010_0000_0000_0000_0001;  
	instructionMem[2] = 32'b001011_00000_00011_0000_0000_0000_0010;  
	instructionMem[3] = 32'b001011_00000_00100_0000_0000_0000_0011;  
	instructionMem[4] = 32'b001010_00000_00000_00000_01010_011111;  
	instructionMem[5] = 32'b001010_00001_00010_01000_01010_100000;  
	instructionMem[6] = 32'b001010_00000_00000_00000_01010_011111;  
	instructionMem[7] = 32'b001010_00011_00100_01001_01010_100000;  
	instructionMem[8] = 32'b001010_00000_00000_00000_01010_011111;	 
	instructionMem[9] = 32'b001010_00000_00000_00000_01010_011111;	 
	instructionMem[10] = 32'b001010_00000_00000_00000_01010_011111;  
	instructionMem[11] = 32'b001010_01000_01001_01010_01010_100010;  
end
always @ (posedge clk) 
	instructionOut = instructionMem[pc];
endmodule
module mux(
	input[31:0] A,
	input[31:0] B,
	input selector,
	output[31:0] muxOut
);
assign muxOut = selector ? B : A;
endmodule
module pc(rst, clk, dataOut);
parameter DATA_ADRESS = 10 ;
input rst, clk;
output reg [DATA_ADRESS-1:0] dataOut;
always @(posedge clk)
begin
	if(~rst)
		dataOut = 0;
	else
		dataOut = dataOut + 1'b1;
end
endmodule	
module registerfile(
	input clk,
	input rst,
	input[31:0] dataIn,
	input[3:0] dataInRegister,
	input enableSavingDataIn,
	input[3:0] dataOutRegisterA,
	input[3:0] dataOutRegisterB,
	output reg[31:0] registerA,
	output reg[31:0] registerB
);
reg[31:0] s0;
reg[31:0] s1;
reg[31:0] s2;
reg[31:0] s3;
reg[31:0] s4;
reg[31:0] s5;
reg[31:0] s6;
reg[31:0] s7;
reg[31:0] t0;
reg[31:0] t1;
reg[31:0] t2;
reg[31:0] t3;
reg[31:0] t4;
reg[31:0] t5;
reg[31:0] t6;
reg[31:0] t7;
reg [3:0] i;
initial begin
 s0 <= 0;
 s1 <= 0;
 s2 <= 0;
 s3 <= 0;
 s4 <= 0;
 s5 <= 0;
 s6 <= 0;
 s7 <= 0;
 t0 <= 0;
 t1 <= 0;
 t2 <= 0;
 t3 <= 0;
 t4 <= 0;
 t5 <= 0;
 t6 <= 0;
 t7 <= 0;
end
always @ (posedge clk) begin
	if(~rst) begin
		 s0 <= 0;
		 s1 <= 0;
		 s2 <= 0;
		 s3 <= 0;
		 s4 <= 0;
		 s5 <= 0;
		 s6 <= 0;
		 s7 <= 0;
		 t0 <= 0;
		 t1 <= 0;
		 t2 <= 0;
		 t3 <= 0;
		 t4 <= 0;
		 t5 <= 0;
		 t6 <= 0;
		 t7 <= 0;
	end
	else begin
		if(enableSavingDataIn) begin
			case(dataInRegister)
				0: s0 <= dataIn;
				1: s1 <= dataIn;
				2: s2 <= dataIn;
				3: s3 <= dataIn;
				4: s4 <= dataIn;
				5: s5 <= dataIn;
				6: s6 <= dataIn;
				7: s7 <= dataIn;
				8: t0 <= dataIn;
				9: t1 <= dataIn;
				10: t2 <= dataIn;
				11: t3 <= dataIn;
				12: t4 <= dataIn;
				13: t5 <= dataIn;
				14: t6 <= dataIn;
				15: t7 <= dataIn;
			endcase
		end
		case(dataOutRegisterA)
			0: registerA <= s0; 
			1: registerA <= s1; 
			2: registerA <= s2; 
			3: registerA <= s3; 
			4: registerA <= s4; 
			5: registerA <= s5; 
			6: registerA <= s6; 
			7: registerA <= s7; 
			8: registerA <= t0; 
			9: registerA <= t1; 
			10: registerA <= t2; 
			11: registerA <= t3; 
			12: registerA <= t4; 
			13: registerA <= t5; 
			14: registerA <= t6; 
			15: registerA <= t7; 
		endcase
		case(dataOutRegisterB)
			0: registerB <= s0; 
			1: registerB <= s1; 
			2: registerB <= s2; 
			3: registerB <= s3; 
			4: registerB <= s4; 
			5: registerB <= s5; 
			6: registerB <= s6; 
			7: registerB <= s7; 
			8: registerB <= t0; 
			9: registerB <= t1; 
			10: registerB <= t2; 
			11: registerB <= t3; 
			12: registerB <= t4; 
			13: registerB <= t5; 
			14: registerB <= t6; 
			15: registerB <= t7; 
		endcase
	end
end
endmodule
module cpu(
	input clk,
	input rst,
	output[31:0] out1,
	output[31:0] out2,
	output[31:0] out3,
	output[31:0] out4
);
wire[9:0] pcToInstructionMemory;
wire[31:0] instructionMemoryToControl;
wire[31:0] controlSignalToRegCtrl0;
wire[31:0] extendToMUX1;
wire[31:0] controlSignalToRegCtrl1;
wire[31:0] wireRegA;
wire[31:0] wireRegB;
wire[31:0] mux1ToAlu;
wire[31:0] controlSignalToRegCtrl2;
wire[31:0] aluToRegD1;
wire[31:0] regD1ToRegD2;
wire[31:0] wireRegBToMemory;
wire[31:0] regD2ToWriteBack;
wire[31:0] memoryToMux2;
wire[31:0] controlSignalToWriteBack;
wire[31:0] muxToRegisterFile;
assign out1 = controlSignalToRegCtrl0;
assign out2 = wireRegA;
assign out3 = wireRegB;
assign out4 = aluToRegD1;
pc PC(rst, clk, pcToInstructionMemory);
instructionmemory InstructionMemory(clk, pcToInstructionMemory, instructionMemoryToControl);
control Control(instructionMemoryToControl, controlSignalToRegCtrl0);
extend Extend(clk, rst, instructionMemoryToControl[15:0], extendToMUX1);
registerfile RegisterFile(
	clk, 
	rst, 
	muxToRegisterFile, 
	controlSignalToWriteBack[23:20],
	controlSignalToWriteBack[13],
	controlSignalToRegCtrl0[31:28],
	controlSignalToRegCtrl0[27:24],
	wireRegA,
	wireRegB
);
mux MUX1(wireRegB, extendToMUX1, controlSignalToRegCtrl1[19], mux1ToAlu);
alu ALU(wireRegA, mux1ToAlu, controlSignalToRegCtrl1[18:16], aluToRegD1);
datamemory DataMemory(regD1ToRegD2, wireRegBToMemory, memoryToMux2, clk, controlSignalToRegCtrl2[15]);
mux MUX2(regD2ToWriteBack, memoryToMux2, controlSignalToWriteBack[14], muxToRegisterFile);
reg32bits RegCtrl0(clk, rst, controlSignalToRegCtrl0, controlSignalToRegCtrl1);
reg32bits RegCtrl1(clk, rst, controlSignalToRegCtrl1, controlSignalToRegCtrl2);
reg32bits RegCtrl2(clk, rst, controlSignalToRegCtrl2, controlSignalToWriteBack);
reg32bits RegB(clk, rst, wireRegB, wireRegBToMemory);
reg32bits RegD1(clk, rst, aluToRegD1, regD1ToRegD2);
reg32bits RegD2(clk, rst, regD1ToRegD2, regD2ToWriteBack);
endmodule
```

==> results.json <==
{
  "fill_cells": 19200,
  "dieArea_um2": 199000,
  "ys_warn_count": 8,
  "cts_tree": "built",
  "cts.path.max_buffers": 3,
  "rsz0062_at_grt": "no",
  "worst_pin_slew_ns": 1.49,
  "top_cell": "nand2_1",
  "first_pass_iters": 8,
  "place_congestion": 1.08,
  "dr_total_vias": 78900,
  "wl_per_cell_um": 29.2,
  "skew_ns": 0.0321,
  "cts_buffers": 66,
  "flop_cell": "dfxtp_1",
  "synth_stat.cells": 10200,
  "ant_nets": 0,
  "top_cells_by_area": "dfxtp_1, ha_1, fa_1",
  "warnings": 64,
  "overflow": 0,
  "slowest_stage": "nor3_1",
  "period_needed_ns": 151.97,
  "logic_area_um2": 59900,
  "fp_util_pct": 40.4,
  "violations": "max-capacitance violations",
  "port_buffers": 112,
  "grtUsageTotal_pct": 38.4,
  "insertion_delay_ns": 0.66,
  "synth_seq_share_pct": 18.3,
  "yosysTopAreaCellShare_pct": 15.9,
  "post-place-ws_ns": 167.25,
  "common_cells": "nand2_1, ha_1, nor2_1, inv_1, dfxtp_1",
  "hold_depth": 1,
  "r2r_cells": 295,
  "cap_violations": 1,
  "worstSetupEndpointType": "primary output",
  "cts-root-buf": "clkbuf_16",
  "slew_headroom_pct": 0.236,
  "cts.clk_slew.worst_paths_ns": 0.09,
  "synthesis.instances": 10200,
  "via_per_inst": 6.13,
  "area_growth_pct": 9.46,
  "cts_sinks": 691,
  "syn_area_per_cell_um2": 7.73,
  "hold_viol": 0,
  "cts.repair.resized": 0,
  "finish.utilization_pct": 44.2,
  "h-tree-depth": 3,
  "hold_class": "reg2reg",
  "design_area_um2": 86500,
  "critPathMaxStageDelay_ns": 1.26,
  "grt_pass1_vias": 75900,
  "wirelength_um": 376000,
  "fin_setup_tns_ns": 0,
  "die_w_um": 447,
  "coreArea_um2": 196000,
  "yosysTopAreaCell": "dfxtp_1",
  "syn_area_um2": 79100,
  "grt_pass1_wl_um": 538000,
  "rows": 162,
  "ys_chip_area_um2": 79100,
  "path_class": "reg2out",
  "drc_errors": 0,
  "edf_count": 64,
  "outcome": "complete, but fails checks",
  "area.sequential_um2": 14500,
  "io_pins": 130,
  "drtIter0Drc": 7400,
  "async_reset_ff_share_pct": 0,
  "worst_setup_path_start_kind": "register",
  "finalCritPeriodShare_pct": 48.1,
  "post_dp_cell_area_um2": 84200,
  "setup_slack_ns": 164.13,
  "synth-seq-cells": 691,
  "dpl.hpwl_um": 277000,
  "crit_fanout": 49,
  "grt_max_degree": 91,
  "drive_gt1_share_pct": 7.07,
  "cpMostUsedCell": "ha_1",
  "required_ns": 252.88,
  "cts_setup_buffers": 0,
  "holdBufCountCts": 0,
  "slew_violations": 0,
  "synth_cell_types": 110,
  "worstPathArrival_ns": 88.75,
  "fmax_mhz": 6.58,
  "setup_viol": 0,
  "antenna_found_initial": 30,
  "die_h_um": 447
}
==> metrics by stage <==
step                std cells  hold slack (ns)
floorplan               10200            0.367
global placement        12700            0.414
detailed placement      12700            0.420
CTS                     12900            0.422
global route            12900            0.437
finish                  12900            0.417
==> final cells by class <==
cell class	instances	area share, %
tap	2624	3.79
sequential	691	16.7
inverter	726	3.15
multi-input combinational	8229	69.2
clock inverter	31	0.494
clock buffer	90	2.17
timing repair buffer	465	4.38
antenna	20	0.0578
==> path summary, 6_finish.rpt <==
path | from | to | slack (ns)
max reg2reg | RegCtrl0.dataOut[19] | RegD1.dataOut[0] | 227.92
min reg2reg | RegD1.dataOut[15] | RegD2.dataOut[15] | 0.42
min | RegD1.dataOut[15] | RegD2.dataOut[15] | 0.42
max | RegCtrl0.dataOut[19] | out4[0] | 164.13
==> cells in the final DEF (no fill, tap or decap), drive strengths merged, types with 111 or more instances in the layout <==
cell / count
nor3: 172
nor2: 739
and2: 150
o211a: 173
xor2: 170
a21oi: 508
buf: 354
nand3: 131
fa: 410
mux2i: 122
ha: 755
clkdlybuf4s50: 111
xnor2: 297
inv: 718
a21o: 178
a21boi: 385
dfxtp: 627
nand2: 1886
o21a: 152
o21ai: 410
==> cell families after synthesis <==
logic type | share of synthesized area (%)
other | 0.00474
DFF | 18.3
AOI/OAI and AO/OA | 25.4
and+or+nand+nor | 19.8
muxes | 2.61
buffers and inverters | 6.43
adders and majority gates | 22.3
xor gates and xnor gates | 5.17
==> routing by layer <==
metal / share of wire (%) / vias up / global-route usage [%] / wire (um)
met4: 8.0 / 26 / 24.5 / 30100
met1: 38 / 37900 / 48.8 / 144000
met5: 0.043 / - / 0.0488 / 163
met3: 9.4 / 1166 / 10.4 / 35500
met2: 44 / 4017 / 58.4 / 165000
li1: - / 35800 / - / -
==> critical path, delay by kind of cell, from the launching register on <==
kind                     cells  cell delay (ns)
AND/OR/NAND/NOR             64            18.45
flip-flops                   1             0.80
adder cells (fa/ha/maj)     32            10.39
multiplexers                 5             1.44
buffers and inverters       26             6.98
AND-OR/OR-AND              168            49.65
